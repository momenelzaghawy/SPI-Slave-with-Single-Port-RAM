--- /design/flow/run.sh ---
#!/bin/bash
# OpenROAD 26Q1-2900-gdf79404cd8, Yosys 0.63+post, stock flow scripts
make -C /OpenROAD-flow-scripts/flow DESIGN_CONFIG=/design/flow/config.mk WORK_HOME=/design/flow/orfs finish
--- /design/flow/config.mk ---
export PLATFORM = sky130hd
export DESIGN_NAME = SPI
export DESIGN_NICKNAME = SPI
export VERILOG_FILES = /design/flow/design.v
export SDC_FILE = /design/flow/constraint.sdc
export NUM_CORES = 4
export LEC_CHECK = 1
export CORE_UTILIZATION = 40
--- /design/flow/design.v ---
module RAM(din,rx_valid,clk,rst_n,dout,tx_valid);
parameter MEM_DEPTH = 256;
parameter ADDR_SIZE = 8;
input [9:0]din;
input clk,rst_n,rx_valid;
output reg [ADDR_SIZE-1:0]dout;
output reg tx_valid;
reg [ADDR_SIZE-1:0]mem[MEM_DEPTH-1:0];
reg [ADDR_SIZE-1:0] write_address,read_address;
always@(posedge clk)begin
if(~rst_n)begin
dout <= 0;
tx_valid <= 0;
write_address <= 0 ;
read_address <= 0 ;
end
else begin
if((din[9:8]==2'b00)&&(rx_valid==1))begin
write_address <= din[7:0];
end
else if((din[9:8]==2'b01)&&(rx_valid==1))begin
mem[write_address] <= din[7:0];
end
else if((din[9:8]==2'b10)&&(rx_valid==1)) begin
read_address <= din[7:0];
end
else if((din[9:8]==2'b11)&&(rx_valid==1))begin
dout <= mem[read_address];
tx_valid <= 1;
end
end
end
endmodule 
module SPI (
    input MOSI ,
    input clk ,
    input rst_n , 
    input SS_n ,
    output MISO 
);
wire tx_valid , rx_valid ;
wire [7:0] tx_data ;
wire [9:0] rx_data ;
SPI_SLAVE M1 (.MOSI(MOSI),.SS_n(SS_n),.clk(clk),.rst_n(rst_n),.MISO(MISO),.tx_valid(tx_valid),.tx_data(tx_data),.rx_valid(rx_valid),.rx_data(rx_data));
RAM M2 (.clk(clk),.rst_n(rst_n),.din(rx_data),.rx_valid(rx_valid),.tx_valid(tx_valid),.dout(tx_data));
endmodule
module SPI_SLAVE (
    input MOSI ,
    input SS_n ,
    input clk , rst_n ,
    input tx_valid ,
    input [7:0] tx_data ,
    output reg MISO ,
    output reg [9:0] rx_data ,
    output reg rx_valid 
);
parameter IDLE      = 3'b000 ;
parameter WRITE     = 3'b001 ;
parameter CHK_CMD   = 3'b010 ;
parameter READ_ADD  = 3'b011 ;
parameter READ_DATA = 3'b100 ;
reg rd_add ;
reg [3:0] counter_1 ;
reg [2:0] counter_2 ;
reg [9:0] out_reg ;
reg [2:0] cs , ns ;
(* fsm_encoding = "gray" *)
always @(posedge clk) begin
    if (~rst_n) begin
        cs <= IDLE ;
    end    
    else begin
        cs <= ns ;
    end
end
always @(*) begin
    case (cs)
    IDLE : begin
         if (SS_n) ns = IDLE ;
         else ns = CHK_CMD ;
    end
    CHK_CMD : begin
        if (SS_n) ns = IDLE ;
        else if ((~SS_n)&&(MOSI)&&(~rd_add)) begin
            ns = READ_ADD ;
        end
        else if ((~SS_n)&&(MOSI)&&(rd_add)) begin
            ns = READ_DATA ;
        end
        else if ((~SS_n)&&(~MOSI)) begin
            ns = WRITE ;
        end
    end
    READ_ADD : begin
        if (SS_n) begin
            ns = IDLE ;
        end
        else ns = READ_ADD ;
    end
    READ_DATA : begin
        if (SS_n) begin 
            ns = IDLE ;
    end
        else ns = READ_DATA ;
    end
    WRITE :begin
        if (SS_n) ns = IDLE ;
        else ns = WRITE ;
    end
    default : ns = IDLE ;
    endcase  
    end
always @(posedge clk) begin
    if (~rst_n) begin
        rx_data <= 0 ;
        rd_add <= 0 ;
        rx_valid <= 0 ;
        counter_1 <= 9 ;
        counter_2 <= 7 ;
        out_reg <= 0 ;
    end
    else begin
    if (cs == IDLE) begin
        rx_valid <= 0 ;
        out_reg <= 0 ;
    end
    if ((cs == WRITE)) begin
      if ( (counter_1 >= 0)&&(~rx_valid)&&(counter_1!=4'b1111) ) begin
            out_reg[counter_1] <= MOSI ;
            counter_1 <= counter_1 - 1 ; 
        end
        else begin
            counter_1 <= 9 ;
            rx_valid  <= 1 ;
            rx_data   <= out_reg ;
        end  
    end
    if ((cs == READ_ADD)) begin
        rd_add = 1 ;
      if ( (counter_1 >= 0)&&(~rx_valid)&&(counter_1!=4'b1111) ) begin
            out_reg[counter_1] <= MOSI ;
            counter_1 <= counter_1 - 1 ; 
        end
        else begin
            counter_1 <= 9 ;
            rx_valid  <= 1 ;
            rx_data   <= out_reg ;
        end  
    end
    if (cs == READ_DATA) begin
        rd_add <= 0 ;
              if ( (counter_1 > 0)&&(~rx_valid)&&(counter_1!=4'b1111)  ) begin
            out_reg[counter_1] <= MOSI ;
            counter_1 <= counter_1 - 1 ; 
        end
        else begin
            counter_1 <= 9 ;
            rx_valid  <= 1 ;
            rx_data   <= out_reg ;
        end 
        if (tx_valid) begin
        if (counter_2 >=0 ) begin
        MISO  <= tx_data [counter_2] ;
        counter_2 <= counter_2 - 1 ;
        end
        else counter_2 <= 7 ;
    end 
    end
end
end
endmodule
--- /design/flow/constraint.sdc ---
current_design SPI

set clk_period 45.7
set clk_io_pct 0.2

create_clock -name clk0 -period $clk_period [get_ports {clk}]

set non_clock_inputs [all_inputs -no_clocks]
set_input_delay [expr $clk_period * $clk_io_pct] -clock clk0 $non_clock_inputs
set_output_delay [expr $clk_period * $clk_io_pct] -clock clk0 [all_outputs]
==> impl_metrics.env <==
# yosys + openroad results
export IMPL_hold_path_class="reg -> reg"
export IMPL_finalClockPeriodUsage_pct=25.9
export IMPL_ys_ff=2109
export IMPL_edf_count=2049
export IMPL_io_pins=5
export IMPL_io_buffers=4
export IMPL_tightest_slew_ns=0.930
export IMPL_cts_buffers=202
export IMPL_ant_nets=0
export IMPL_cp_startpoint="rst_n"
export IMPL_clock_path_buffers=3
export IMPL_clk_pin_slew_worst_paths_ns=0.06
export IMPL_dp_hpwl_mm=138
export IMPL_cts_resized=0
export IMPL_syn_area_mm2=0.0829
export IMPL_end_kind="register"
export IMPL_untimed_endpoints=3
export IMPL_ys_cells=4188
export IMPL_vias=41231
export IMPL_dr_wl_met2_mm=103
export IMPL_finalSetupViolations=0
export IMPL_vdd_drop_max_uv=34.5
export IMPL_synthMuxAreaShare_pct=14.6
export IMPL_cp_required_ns=46.16
export IMPL_worstReg2RegStart="M2.read_address[0]"
export IMPL_row_count=166
export IMPL_cts_tree="done"
export IMPL_cts_setup_buffers=0
export IMPL_compound_area_share_pct=3.86
export IMPL_ys_sh_simple_pct=3.23
export IMPL_wire_per_inst_um=30.6
export IMPL_core_mm2=0.205
export IMPL_maxSlewHeadroom_pct=37.4
export IMPL_vias_per_cell=5.76
export IMPL_largest_reg_flops=2048
export IMPL_cap_violations=0
export IMPL_outcome="finished, final reports clean"
export IMPL_drv_slew=0
export IMPL_warning_count=32
export IMPL_ctsHoldBuffers=0
export IMPL_leakage_nw=27.9
export IMPL_grt_max_degree=104
export IMPL_cts_root_buf="clkbuf_16"
export IMPL_track_usage_pct=23.2
export IMPL_fp_util_pct=40.4
export IMPL_ys_sh_xor_pct=0.0528
export IMPL_synth_warnings=2
export IMPL_ys_chip_area_mm2=0.0829
export IMPL_synth_async_reset_ratio_pct=0
export IMPL_antenna_found_initial=6
export IMPL_die_h_um=457
export IMPL_drive_above_1_share_pct=18.0
export IMPL_synthFlopType="edfxtp_1"
export IMPL_drtIter0Drc=2834
export IMPL_wl_met3_mm=35.7
export IMPL_die_x_um=457
export IMPL_grt_pass1_wl_mm=315
export IMPL_dieArea_mm2=0.209
export IMPL_powerDensity_mw_per_mm2=40.4
export IMPL_final_setup_tns_ns=0
export IMPL_yosysTopAreaCell="edfxtp_1"
export IMPL_syn_to_final_growth_pct=11.1
export IMPL_unclocked_pins=3
export IMPL_met1_length_mm=71.9
export IMPL_arrival_ns=12.28
export IMPL_clk_latency_ns=0.86
export IMPL_synthCells=4188
export IMPL_rsz0062_at_grt="no"
export IMPL_postSynthAreaPerCell_um2=19.8
export IMPL_period_minus_slack_ns=11.81
export IMPL_start_kind="input pin"
export IMPL_highest_layer="met5"
export IMPL_synthDistinctLibCells=72
export IMPL_wl_mm=219
export IMPL_most_common_cell="edfxtp_1"
export IMPL_grt_pass1_vias=45486
export IMPL_common_cells="edfxtp_1 (2049), mux2i_1 (348), nor2_1 (327)"
export IMPL_synth_top_area_share_pct=74.2
export IMPL_path_max_fanout=12
export IMPL_cts_max_level=4
export IMPL_fmax_ghz=0.0846
export IMPL_final_area_mm2=0.0921
export IMPL_critPathKind="in -> reg"
export IMPL_final_setup_skew_ns=0.0515
export IMPL_overflow=0
export IMPL_logic_family="multiplexers"
export IMPL_place_area_mm2=0.0856
export IMPL_area_leaders="edfxtp_1 (74%), mux4_2 (8.6%), mux2i_1 (4.2%)"
export IMPL_hp_start="M2.dout[1]"
export IMPL_finalHoldViolCount=0
export IMPL_yosys_area_share_adder_pct=0.0906
export IMPL_gp_congestion=0.958
export IMPL_drc=0
export IMPL_first_pass_iters=5
[per-layer routing]
metal | vias up | global-route usage [%]
met4 | 20 | 6.66
met2 | 2753 | 33.6
met1 | 20573 | 27.6
met3 | 390 | 17.4
met5 | - | 2.25
li1 | 17495 | -
[logic make-up after synthesis]
kind of cell	count (synthesis)
DFF	2106
and+or+nand+nor	625
AOI/OAI and AO/OA	456
other	1
muxes	728
adders and majority gates	6
xor gates and xnor gates	5
buffers and inverters	258
latches	3
[worst max-delay path: stages]
cell and delay, ns:
clkdlybuf4s50_1 0.46, buf_4 0.23, nand4b_1 0.20, nor3_1 0.43, nand3_1 0.63, buf_4 0.50, nor2_1 0.65
[power breakdown]
part / leakage (nW) / internal, mW / switching, mW / total, mW
Combinational: 5.27 / 0.000753 / 0.00194 / 0.00270
Sequential: 19.5 / 2.08 / 0.000165 / 2.08
Clock: 3.18 / 0.927 / 0.709 / 1.64
Total: 27.9 / 3.01 / 0.712 / 3.72
[layout by cell type, fill, tap and decap left out, types with 12 or more instances in the layout]
cell type	n
edfxtp_1	2049
mux2i_1	348
nor2_1	324
mux4_2	318
clkbuf_16	206
nand2_1	156
buf_4	139
o22ai_1	88
a21oi_1	69
o21ai_0	54
a22oi_1	52
mux4_1	51
dfxtp_1	45
clkinv_1	44
o221ai_1	44
clkinv_2	39
a211oi_1	38
clkbuf_1	38
nor3_1	32
nand3_1	31
a221oi_1	28
a2111oi_0	21
bufinv_16	16
dfxtp_4	12
[through the flow]
step / setup slack, ns / instances / total power, mW / util (%) / hold slack (ns)
CTS: 34.04 / 7153 / 3.75 / 44.9 / 0.467
detailed placement: 33.14 / 6784 / 2.13 / 41.7 / 0.454
floorplan: 34.89 / 4190 / 2.13 / - / 0.431
global route: 33.82 / 7155 / 3.82 / 44.9 / 0.482
global placement: 33.18 / 6784 / 2.13 / 41.7 / 0.461
finish: 33.89 / 7155 / 3.72 / 44.9 / 0.468
[path summary, 6_finish.rpt]
check | to | slack (ns) | depth (start not counted)
max | M2.mem[63][7] | 33.89 | 7
max reg2reg | M2.dout[2] | 39.81 | 12
min reg2reg | M2.dout[1] | 0.47 | 1
min | M2.dout[1] | 0.47 | 1
[cell type report]
class	count	area (um2)
clock inverters	119	1110
fillers	16924	113000
repair buffers	150	1220
well taps	2688	3360
flip-flops and latches	2109	62800
clock buffers	250	5380
multi-input cells	1823	18200
diodes	2	5.00
inverters	14	55.1
Power figures rest on the tool's default switching activity, not on a simulated workload.
